<file path="flow/design.v">
`timescale 1ns/1ns
module IFID(clk, rst, ld, flush, inst, adder1, inst_out, adder1_out);
    input clk, rst, flush, ld;
    input [31:0] inst, adder1;
    output reg [31:0] inst_out, adder1_out;
    always @(posedge clk) begin
        if (flush) begin
            inst_out = 32'b0;
        end
        else
            if (rst) 
                {adder1_out,inst_out} = {64'b0};
        else begin
            if (ld) begin
                inst_out = inst;
                adder1_out = adder1;    
                end
            end
        end
endmodule
module IDEX (clk, rst, read_data1, read_data2, sgn_ext, Rt, Rd, Rs, adder1, read_data1_out,
		  read_data2_out, sgn_ext_out, Rt_out, Rd_out, Rs_out, adder1_out,alu_op_in, alu_src_in, reg_write_in,
		  reg_dst_in, mem_read_in, mem_write_in,
		  mem_to_reg_in, alu_op, alu_src, reg_write, reg_dst, mem_read, mem_write, mem_to_reg);
    input clk, rst, alu_src_in, reg_write_in, mem_read_in, mem_write_in;
    input [1:0] reg_dst_in, mem_to_reg_in;
    input [2:0] alu_op_in;
    input [4:0] Rt, Rd, Rs;
    input [31:0] read_data1, read_data2, sgn_ext, adder1;
    output reg alu_src, mem_read, mem_write, reg_write;
    output reg [2:0] alu_op;
    output reg [1:0] mem_to_reg, reg_dst;
    output reg [31:0] read_data1_out, read_data2_out, sgn_ext_out, adder1_out;
    output reg [4:0] Rt_out, Rd_out, Rs_out;
    always @(posedge clk) begin
        if (rst) begin
            {read_data1_out, read_data2_out, sgn_ext_out, adder1_out, Rt_out, Rd_out,
	     Rs_out, alu_op, alu_src, reg_write, reg_dst, mem_read, mem_write,
             mem_to_reg} = {128'b0, 15'b0,3'b000, 1'b0, 1'b0, 2'b00, 1'b0, 1'b0, 2'b00};
       		 end
        else begin
            {read_data1_out, read_data2_out, sgn_ext_out, adder1_out} = {read_data1, read_data2, sgn_ext, adder1};
            {Rt_out, Rd_out, Rs_out} = {Rt, Rd, Rs};
            {alu_op, alu_src, reg_write, reg_dst, mem_read, mem_write, mem_to_reg} = {alu_op_in, alu_src_in, reg_write_in, reg_dst_in, mem_read_in, mem_write_in, mem_to_reg_in};
        end
    end
endmodule
module EXMEM(clk, rst, adder1, zero, alu_result, mux3_out, mux5_out, adder1_out,
		   zero_out, alu_result_out, mux3_out_out, mux5_out_out, mem_write_in, mem_read_in, mem_to_reg_in, reg_write_in,
                  mem_write, mem_read, mem_to_reg, reg_write);
    input clk, rst, zero, reg_write_in, mem_read_in, mem_write_in;
    input [1:0] mem_to_reg_in;
    input [4:0] mux5_out;
    input [31:0] alu_result, mux3_out, adder1;
    output reg zero_out, mem_read, mem_write, reg_write;
    output reg [1:0] mem_to_reg;
    output reg [4:0] mux5_out_out;
    output reg [31:0] alu_result_out, mux3_out_out, adder1_out;
    always @(posedge clk) begin
        if (rst)
            {adder1_out, zero_out, alu_result_out, mux3_out_out, mux5_out_out, mem_write,
             mem_read, mem_to_reg, reg_write} = {32'b0, 1'b0, 32'b0, 32'b0, 5'b0, 1'b0, 1'b0, 2'b00, 1'b0};
        else
            {adder1_out, zero_out, alu_result_out, mux3_out_out, mux5_out_out} = {adder1, zero, alu_result, mux3_out, mux5_out};
            {mem_write, mem_read, mem_to_reg, reg_write} = {mem_write_in, mem_read_in, mem_to_reg_in, reg_write_in};
    end
endmodule
module MEMWB(clk, rst, data_from_data_memory_in, alu_result_in, mux5_out_in, adder1_in,
		           data_from_memory_out, alu_result_out, mux5_out_in_out, adder1_out,
                   mem_to_reg_in, reg_write_in, mem_to_reg_out, reg_write_out);
    input clk, rst, reg_write_in;
    input [1:0] mem_to_reg_in;
    input [4:0] mux5_out_in;
    input [31:0] data_from_data_memory_in, alu_result_in, adder1_in;
    output reg reg_write_out;
    output reg [1:0] mem_to_reg_out;
    output reg [31:0] data_from_memory_out, alu_result_out, adder1_out;
    output reg [4:0] mux5_out_in_out;
    always @(posedge clk) begin
        if (rst)
            {data_from_memory_out, alu_result_out, mux5_out_in_out, adder1_out,
             mem_to_reg_out, reg_write_out} = {32'b0, 32'b0, 5'b0, 32'b0, 2'b00, 1'b0};
        else
            {data_from_memory_out, alu_result_out, mux5_out_in_out, adder1_out} = {data_from_data_memory_in, alu_result_in, mux5_out_in, adder1_in};
            {mem_to_reg_out, reg_write_out} = {mem_to_reg_in, reg_write_in};
    end
endmodule
module hazard_detection_unit(IDEX_mem_read, IDEX_Rt, IFID_Rs, IFID_Rt, sel_signal, IFID_Ld, pc_load);
    input IDEX_mem_read;
    input [4:0] IDEX_Rt, IFID_Rs, IFID_Rt;
    output reg sel_signal, IFID_Ld, pc_load;
    always @(IDEX_mem_read, IDEX_Rt, IFID_Rs, IFID_Rt)
    begin
        sel_signal <= 1'b1;
        IFID_Ld <= 1'b1;
        pc_load <= 1'b1;
        if (IDEX_mem_read && ((IDEX_Rt == IFID_Rs) || (IDEX_Rt == IFID_Rt)) ) 
            {sel_signal, IFID_Ld, pc_load} = {1'b0,1'b0,1'b0};
    end
endmodule
module forward_unit(IDEX_Rs, IDEX_Rt, EXMEM_reg_write, EXMEM_Rd,
 MEMWB_reg_write, MEMWB_Rd, forwardA, forwardB);
    input EXMEM_reg_write, MEMWB_reg_write;
    input [4:0] IDEX_Rs, IDEX_Rt, EXMEM_Rd, MEMWB_Rd;
    output reg [1:0] forwardA, forwardB;
    always @(IDEX_Rs, IDEX_Rt, EXMEM_reg_write, EXMEM_Rd, MEMWB_reg_write, MEMWB_Rd) begin
	{forwardA, forwardB} <= {2'b00, 2'b00};
        if ((EXMEM_reg_write)&(EXMEM_Rd != 5'b0)&(EXMEM_Rd == IDEX_Rs))
            forwardA <= 2'b10;
        else if ((MEMWB_reg_write)&(MEMWB_Rd != 5'b0)&(MEMWB_Rd == IDEX_Rt))
            forwardA <= 2'b01;
        if ((EXMEM_reg_write)&(EXMEM_Rd != 5'b0)&(EXMEM_Rd == IDEX_Rs))
            forwardB <= 2'b10;
        else if ((MEMWB_reg_write)&(MEMWB_Rd != 5'b0)&(MEMWB_Rd == IDEX_Rt))
            forwardB <= 2'b01;
    end
endmodule
</file>
<file path="flow/run.sh">
#!/bin/bash
# OpenROAD 26Q1-2900-gdf79404cd8, Yosys 0.63+post, stock flow scripts
make -C /OpenROAD-flow-scripts/flow DESIGN_CONFIG=/design/flow/config.mk WORK_HOME=/design/flow/orfs finish
</file>
<file path="flow/constraint.sdc">
current_design MEMWB

set clk_period 1.0
set clk_io_pct 0.2

create_clock -name clk0 -period $clk_period [get_ports {clk}]

set non_clock_inputs [all_inputs -no_clocks]
set_input_delay [expr $clk_period * $clk_io_pct] -clock clk0 $non_clock_inputs
set_output_delay [expr $clk_period * $clk_io_pct] -clock clk0 [all_outputs]
</file>
<file path="flow/config.mk">
export PLATFORM = sky130hd
export DESIGN_NAME = MEMWB
export DESIGN_NICKNAME = MEMWB
export VERILOG_FILES = /design/flow/design.v
export SDC_FILE = /design/flow/constraint.sdc
export NUM_CORES = 4
export LEC_CHECK = 1
export CORE_AREA = 10 10 138 138
export DIE_AREA = 0 0 148 148
</file>
==> run notes <==
The flow run is done. Share of the clock period used by the worst path after layout landed at 1.02. Yosys-reported design area after synthesis landed at between 0.002 and 0.003 mm². Detailed placement HPWL landed at 7.85 mm. Count of buffers from port buffering landed at 209. Number of rows in the core area landed at approximately 46.

Synthesized area divided by synthesized cell count landed at between 10 and 15 µm². Final weighted congestion in routability-driven placement landed at a little over 0.7. Per the hold report, the tightest min-delay path originates at rst. Post-CTS timing repair inserted 0 buffers for setup. Static power due to leakage landed at about 2.2 nW. The worst setup path is captured at an output port. Per the Yosys statistics, synthesis produced 216 cells. Core utilization before placement landed at 0.177. Per the synthesis report, the number of distinct cell types is 4. The clock passes through at most 2 buffers.

Proportion of synthesized chip area in sequential cells landed at 0.735. Core occupancy in the finished layout landed at 0.310. For the pin with the worst max-slew slack, the measured transition is around 0.19 ns. Chip height landed at roughly 150 µm. Measured along the x axis, the die boundary spans roughly 150 µm. Per the synthesis report, the dominant area consumer among library cells is sky130_fd_sc_hd__dfxtp_1. Top-level port count landed at ~210. The share of synthesized area in the top cell type comes to 0.735. In this run the worst path has a maximum fanout of 1. TritonCTS built the clock tree. Once iteration 0 of detailed routing completed, the report listed 23 DRC markers.

Wire length per cell after detailed routing landed at 14.8 µm. Counting both buffers and inverters, the worst setup path holds a total of 1. The final timing report lists a max-slew violation count of 0. The region available for standard cell placement spans ~0.016 mm². In the synthesized netlist the dominant register cell turns out to be sky130_fd_sc_hd__dfxtp_1. After detailed routing, the number of remaining DRC violations is 0. The global routing report lists combined usage of all routing layers as 0.0864. By count the netlist is led by sky130_fd_sc_hd__dfxtp_1 (104), sky130_fd_sc_hd__nor2b_1 (101), sky130_fd_sc_hd__buf_6 (10), sky130_fd_sc_hd__buf_2 (1). The critical path is of the reg2out type.

Setup repair after global routing could not meet its margin everywhere. Entering global routing, the biggest net connects about 43 pins. Clock tree synthesis selected as its root buffer the cell sky130_fd_sc_hd__clkbuf_16. The routed layout has roughly 2100 vias. Number of max-capacitance violations reported landed at 0. Post-CTS clock slew at the launch and capture registers of the worst setup and hold paths landed at approximately 0.07 ns. Number of enable flip-flop cells landed at 0. Setup slack of the critical path after layout landed at -0.0203 ns. Highest clock rate landed at 980 MHz. Hold buffer count at cts landed at 0. CTS sink count landed at between 100 and 150. Aggregate routed wire length landed at just under 10 mm. The cell family contributing the most delay on the critical path is flip-flops. Tally of yosys warning messages landed at 1. Critical path arrival landed at between 0.8 and 0.9 ns. Required time at the endpoint of the critical path landed at roughly 0.8 ns. Synthesized cell area landed at around 0.0028 mm².

After synthesis, the cell types taking the most area are sky130_fd_sc_hd__dfxtp_1 (74%), sky130_fd_sc_hd__nor2b_1 (22%), sky130_fd_sc_hd__buf_6 (4.0%), sky130_fd_sc_hd__buf_2 (0.18%). Number of antenna violations at the first check in global routing landed at 0. Clock network fraction of total power landed at 0.379. The first global-routing pass estimated around 14 mm of wire. Fraction of power spent switching nets landed at 0.203. Setup TNS landed at -0.0283 ns.

Worst IR drop on VDD landed at roughly 0.00067 V. Total power density per cell area landed at roughly 1700 mW/mm². The via count of the first global-routing pass was about 2300. Number of failing hold endpoints at the final stage landed at 0. Gate count after technology mapping landed at 216. The number of clock buffers added by TritonCTS is 9. Of the total power, combinational logic draws 0.099. Final critical delay including setup and external delays landed at 1.02 ns.

The longest incremental delay of any stage on the critical path is reported as between 0.3 and 0.4 ns. Floorplan die area landed at about 0.022 mm². Count of warning messages emitted by the tools landed at 27.

In this run the worst hold path is classified as in2reg. The critical path goes through buf_6. For this design, the slowest cell found on the critical path is sky130_fd_sc_hd__dfxtp_4.

Of the total power, registers draw 0.522. The end-of-flow timing check tallies setup violations at 2. The worst setup path is launched from a register.

For reference, the critical path is launched at alu_result_out[0]. The path with the worst hold slack has its endpoint at mux5_out_in_out[4]. Internal power landed at just under 7 mW. The detail route stage leaves a number of antenna-violating nets equal to 0. Dividing the detail-routed via count by the number of cells gives approximately 3.3. The run finished, with violations left. Share of async-settable or async-resettable flops after synthesis landed at 0. In the final layout, the share of cells above drive strength 1 is 0.341. Number of flip-flops and latches in the synthesized netlist landed at 104. Per the OpenROAD power report, switching power amounts to 1.72 mW. Total overflow reported by the global router landed at 0. Layout overhead on the synthesized area landed at 75.3%.

The final reports fail on setup timing. For this run, the detailed router's first-pass iteration total came to 4. Checking max transition, the worst relative margin is 0.873. CTS built an H-tree with a depth of 3. The synthesis stats list as the most numerous cell sky130_fd_sc_hd__dfxtp_1.

Counting instances, the worst hold path has a depth of 3. Antenna cell count landed at 0.
## flip-flops by register name, summed over array words and instances (netlist names)
name / flops
mem_to_reg_out: 2
alu_result_out: 32
adder1_out: 32
reg_write_out: 1
mux5_out_in_out: 5
data_from_memory_out: 32
## cell type report
type | instances | area (µm²)
Multi-Input combinational cell | 101 | 632
Clock inverter | 3 | 17.5
Tap cell | 216 | 270
Clock buffer | 13 | 250
Timing Repair Buffer | 216 | 1680
Fill cell | 1700 | 11000
Sequential cell | 104 | 2120
## placed cells by master (no fill, tap or decap)
cell type                         instances
sky130_fd_sc_hd__clkdlybuf4s50_1        104
sky130_fd_sc_hd__nor2b_1                101
sky130_fd_sc_hd__buf_2                   99
sky130_fd_sc_hd__dfxtp_1                 80
sky130_fd_sc_hd__dfxtp_2                 22
sky130_fd_sc_hd__clkbuf_16                9
sky130_fd_sc_hd__buf_4                    6
sky130_fd_sc_hd__buf_6                    5
sky130_fd_sc_hd__clkbuf_1                 3
sky130_fd_sc_hd__dfxtp_4                  2
sky130_fd_sc_hd__clkinv_2                 2
sky130_fd_sc_hd__buf_12                   2
sky130_fd_sc_hd__clkbuf_8                 1
sky130_fd_sc_hd__clkinvlp_4               1
## per-layer routing
layer / track usage / vias to the layer above / share of wire
met5: 0 / - / 0
met4: 0.0139 / 0 / 0.019
met3: 0.0459 / 16 / 0.11
met2: 0.138 / 113 / 0.46
met1: 0.103 / 938 / 0.40
li1: - / 1076 / -
## through the flow
stage               hold WS, ns  cell area, µm²  instances  total power [mW]  worst slack (ns)
floorplan                 0.228            2830        216              4.67             0.389
global placement          0.638            5150        637              5.57            -0.120
detailed placement        0.639            5150        637              5.58            -0.113
CTS                       0.250            4950        653              8.66           -0.0493
global route              0.275            4960        653              8.90           -0.0561
finish                    0.264            4960        653              8.47           -0.0203
## cells by family after synthesis
family        share of synthesized area
flops                             0.735
simple gates                      0.223
buf+inv                          0.0415
## power by group through the flow
| stage | Sequential [mW] | Clock (mW) | Combinational, mW |
|---|---|---|---|
| final | 4.42 | 3.21 | 0.836 |
| after global routing | 4.45 | 3.52 | 0.929 |
| after CTS | 4.43 | 3.37 | 0.863 |
## worst max-delay path by stage
stage,depth (start not counted),slack [ns],end
4_1_cts,1,-0.05,alu_result_out[0]
5_1_grt,1,-0.06,alu_result_out[4]
6_report,1,-0.02,alu_result_out[0]
## repair_timing
item                                    4_1_cts  5_1_grt
gates resized                               359        7
endpoints found under the setup margin      104       16
hold endpoints to repair                      0        0
gates cloned                                  0        0
Power figures rest on the tool's default switching activity, not on a simulated workload.
